$ cat run.sh
#!/bin/bash
# OpenROAD 26Q1-2900-gdf79404cd8, Yosys 0.63+post, stock flow scripts
make -C /OpenROAD-flow-scripts/flow DESIGN_CONFIG=/design/flow/config.mk WORK_HOME=/design/flow/orfs finish
$ cat config.mk
export PLATFORM = sky130hd
export DESIGN_NAME = memory_WriteBack_FF
export DESIGN_NICKNAME = memory_WriteBack_FF
export VERILOG_FILES = /design/flow/design.v
export SDC_FILE = /design/flow/constraint.sdc
export NUM_CORES = 4
export LEC_CHECK = 1
export CORE_UTILIZATION = 30
$ cat constraint.sdc
current_design memory_WriteBack_FF

set clk_period 1.0
set clk_io_pct 0.2

create_clock -name clk0 -period $clk_period [get_ports {clk}]

set non_clock_inputs [all_inputs -no_clocks]
set_input_delay [expr $clk_period * $clk_io_pct] -clock clk0 $non_clock_inputs
set_output_delay [expr $clk_period * $clk_io_pct] -clock clk0 [all_outputs]
$ cat design.v
`default_nettype none
module dff (q, d, clk, rst);
    output wire        q;
    input wire         d;
    input wire         clk;
    input wire         rst;
    reg            state;
    assign #(1) q = state;
    always @(posedge clk) begin
      state = rst? 0 : d;
    end
endmodule
`default_nettype wire
module memory_WriteBack_FF (
   input wire clk,
   input wire rst,
   input wire [15:0] inc_PC_MWB_in,
   input wire [15:0] imm_2_MWB_in,
   input wire [1:0] reg_src_MWB_in,
   input wire [15:0] ALU_result_MWB_in,
   input wire [15:0] read_data_MWB_in,
   input wire reg_write_en_MWB_in,
   input wire [2:0] write_reg_sel_MWB_in,
   output wire [15:0] inc_PC_MWB_out,
   output wire [15:0] imm_2_MWB_out,
   output wire [1:0] reg_src_MWB_out,
   output wire [15:0] ALU_result_MWB_out,
   output wire [15:0] read_data_MWB_out,
   output wire reg_write_en_MWB_out,
   output wire [2:0] write_reg_sel_MWB_out
);
   dff inc_PC_Flops[15:0] (.clk(clk), .rst(rst), .d(inc_PC_MWB_in), .q(inc_PC_MWB_out));
   dff imm_2_Flops[15:0] (.clk(clk), .rst(rst), .d(imm_2_MWB_in), .q(imm_2_MWB_out));
   dff ALU_result_Flops[15:0] (.clk(clk), .rst(rst), .d(ALU_result_MWB_in), .q(ALU_result_MWB_out));
   dff read_data_Flops[15:0] (.clk(clk), .rst(rst), .d(read_data_MWB_in), .q(read_data_MWB_out));
   dff reg_src_Flops[1:0] (.clk(clk), .rst(rst), .d(reg_src_MWB_in), .q(reg_src_MWB_out));
   dff write_reg_sel_Flops[2:0] (.clk(clk), .rst(rst), .d(write_reg_sel_MWB_in), .q(write_reg_sel_MWB_out));
   dff reg_write_en (.clk(clk), .rst(rst), .d(reg_write_en_MWB_in), .q(reg_write_en_MWB_out));
endmodule
==> metrics.csv <==
metric;value;unit
status;complete, no violations;
grt_max_degree;39;
stdcell_count;399;
drv_cap;0;
p_per_area;1690;nW/um^2
cts_resized;214;
path_class;reg2out;
finalHoldViolations;0;
cp.arrival;0.74;ns
wl_per_cell;10.1;um
worst-path-max-fanout;1;
ys_seq_share;0.586;
p_leak;1.46;nW
rsz0062_at_grt;false;
hp-class;in2reg;
antenna_found_initial;0;
warnings;25;
wirelength;4010;um
synthCells;216;
power_frac_seq;0.540;
internal_power;4.42;mW
switching_share;0.194;
port_buffers;141;
cts_buffer_depth;2;
ys_seq_elements;70;
htree_levels;3;
viasPerCell;3.52;
p_switching;1.07;mW
coreArea;7730;sq um
root_buffer;clkbuf_8;
whs;0.302;ns
drc;0;
slew_violations;0;
grt_pass1_vias;1380;
fin_crit;0.938;ns
post-cts-setup-buffers;0;
crit_chain;buf_2;
ir_drop;0.678;mV
cts_hold_buf;0;
gp_congestion;0.703;
grt-ovfl-total;0;
power_frac_clock;0.364;
critPathTopFamily;flip-flops;
num_antenna_cells;0;
die_h;91.3;um
yosys_cells;216;
combPwrFrac;0.096;
dp_hpwl;2820;um
grt_pass1_wl;6490;um
vias;1404;
synth_area_per_cell;11.1;sq um
tightest_slew;0.164;ns
nFillCells;759;
fmax;1070;MHz
slew_headroom;0.890;
ys_warn_count;1;
drive_above_1_share;0.300;
cts_tree;done;
cp_slowest_cell;dfxtp_2;
min_period_over_period;0.938;
grt_use_total;0.0997;
row_count;32;
yosys_area;2390;sq um
clkSinkCount;70;
start_kind;flop;
critPathRequiredTime;0.80;ns
slowest_delay;0.31;ns
drt.antenna.violating_nets;0;
place_inst;385;
ys_types;4;
cts_buffers;9;
ioPinCount;142;
syn_area;2390;sq um
die_area;8340;sq um
areaGrowthSynthToFinish;35.5;%
clk_pin_slew;0.07;ns
worstSetupEndpointType;output port;
setup_viol;0;
crit_buf_inv;1;
dpl_worst_slack;0.0277;ns
fp.dieW;91.3;um
firstDrtPassIters;3;
initial_core_util;0.310;
setup_tns;0;ns
setup_ws;0.0617;ns
drtIter0Drc;38;
==> metal layers <==
metal  vias up  GRT usage  part of all wire
met4         0     0.0225             0.017
met1       582      0.135              0.44
li1        733          -                 -
met3         7     0.0459              0.12
met5         -          0                 0
met2        82      0.149              0.43
==> cells in the mapped netlist <==
cell,n,area [sq um]
buf_2,7,35.0
buf_4,69,518
dfxtp_1,70,1400
nor2b_1,70,438
==> kinds of logic after synthesis <==
kind of cell | count (synthesis) | share of synthesized area
DFF | 70 | 0.586
buffers and inverters | 76 | 0.231
and+or+nand+nor | 70 | 0.183
==> state kept, by name, summed over array words and instances (netlist names) <==
signal and flops:
ALU_result_Flops.state 16, imm_2_Flops.state 16, inc_PC_Flops.state 16, read_data_Flops.state 16
write_reg_sel_Flops.state 3, reg_src_Flops.state 2, reg_write_en.state 1
==> power groups by stage <==
stage,Combinational (mW),Clock (mW),Sequential (mW)
finish,0.524,2.00,2.97
global route,0.582,2.24,2.98
CTS,0.538,2.10,2.97
==> final timing paths <==
kind | start | slack, ns | cells past startpoint | end
max | ALU_result_Flops[11].state | 0.06 | 1 | ALU_result_MWB_out[11]
min | rst | 0.30 | 3 | ALU_result_Flops[14].state
==> through the flow <==
| stage | area (sq um) | util | total power [mW] |
|---|---|---|---|
| after floorplan | 2390 | - | 3.32 |
| after global placement | 3410 | 0.442 | 3.70 |
| after detailed placement | 3410 | 0.442 | 3.71 |
| after CTS | 3240 | 0.419 | 5.61 |
| after global routing | 3240 | 0.419 | 5.80 |
| final | 3240 | 0.419 | 5.49 |
==> area by class of cell <==
| cell class | count | area (sq um) | share of cell area |
|---|---|---|---|
| Multi-Input combinational cell | 70 | 438 | 0.135 |
| Clock inverter | 1 | 5.00 | 0.00154 |
| Clock buffer | 13 | 169 | 0.0521 |
| Timing Repair Buffer | 143 | 1100 | 0.338 |
| Sequential cell | 70 | 1410 | 0.434 |
| Tap cell | 102 | 128 | 0.0394 |
==> cells in the final DEF, fill, tap and decap left out, drive strengths merged <==
cell | Yosys | layout
clkdlybuf4s50 | 0 | 70
dfxtp | 70 | 70
buf | 76 | 73
nor2b | 70 | 70
clkinv | 0 | 1
clkbuf | 0 | 13
Power figures rest on the tool's default switching activity, not on a simulated workload.
