==> design/flow/design.v <==
module Decode_Execute_FF (
   input wire clk,
   input wire rst,
   input wire insert_NOP,
   input wire [15:0] inc_PC_DE_in,
   input wire [15:0] imm_1_DE_in,
   input wire [15:0] imm_2_DE_in,
   input wire [15:0] disp_DE_in,
   input wire dump_DE_in,
   input wire imm_src_DE_in,
   input wire inv_A_DE_in,
   input wire inv_B_DE_in,
   input wire shift_A_DE_in,
   input wire B_to_zero_DE_in,
   input wire c_in_DE_in,
   input wire sign_DE_in,
   input wire mem_write_en_DE_in,
   input wire ALU_jmp_src_DE_in,
   input wire [1:0] reg_src_DE_in,
   input wire [1:0] B_src_DE_in,
   input wire [2:0] branch_DE_in,
   input wire [3:0] ALU_control_DE_in,
   input wire mem_enable_DE_in,
   input wire less_than_DE_in,
   input wire equal_to_DE_in,
   input wire set_CO_DE_in,
   input wire [15:0] A_DE_in,
   input wire [15:0] read_data_2_DE_in,
   input wire reg_write_en_DE_in,
   input wire [2:0] write_reg_sel_DE_in,
   output wire [15:0] inc_PC_DE_out,
   output wire [15:0] imm_1_DE_out,
   output wire [15:0] imm_2_DE_out,
   output wire [15:0] disp_DE_out,
   output wire dump_DE_out,
   output wire imm_src_DE_out,
   output wire inv_A_DE_out,
   output wire inv_B_DE_out,
   output wire shift_A_DE_out,
   output wire B_to_zero_DE_out,
   output wire c_in_DE_out,
   output wire sign_DE_out,
   output wire mem_write_en_DE_out,
   output wire ALU_jmp_src_DE_out,
   output wire [1:0] reg_src_DE_out,
   output wire [1:0] B_src_DE_out,
   output wire [2:0] branch_DE_out,
   output wire [3:0] ALU_control_DE_out,
   output wire mem_enable_DE_out,
   output wire less_than_DE_out,
   output wire equal_to_DE_out,
   output wire set_CO_DE_out,
   output wire [15:0] A_DE_out,
   output wire [15:0] read_data_2_DE_out,
   output wire reg_write_en_DE_out,
   output wire [2:0] write_reg_sel_DE_out
);
wire [15:0] inc_PC_DE_in_modified;
wire [15:0] imm_1_DE_in_modified;
wire [15:0] imm_2_DE_in_modified;
wire [15:0] disp_DE_in_modified;
wire [15:0] A_DE_in_modified;
wire [15:0] read_data_2_DE_in_modified;
wire [1:0] reg_src_DE_in_modified;
wire [2:0] branch_DE_in_modified;
wire [3:0] ALU_control_DE_in_modified;
wire [1:0] B_src_DE_in_modified;
wire [2:0] write_reg_sel_DE_in_modified;
wire dump_DE_in_modified;
wire imm_src_DE_in_modified;
wire inv_A_DE_in_modified;
wire inv_B_DE_in_modified;
wire shift_A_DE_in_modified;
wire B_to_zero_DE_in_modified;
wire c_in_DE_in_modified;
wire sign_DE_in_modified;
wire mem_write_en_DE_in_modified;
wire ALU_jmp_src_DE_in_modified;
wire mem_enable_DE_in_modified;
wire less_than_DE_in_modified;
wire equal_to_DE_in_modified;
wire set_CO_DE_in_modified;
wire reg_write_en_DE_in_modified;
assign inc_PC_DE_in_modified       = insert_NOP ? 16'b0 : inc_PC_DE_in;
assign imm_1_DE_in_modified        = insert_NOP ? 16'b0 : imm_1_DE_in;
assign imm_2_DE_in_modified        = insert_NOP ? 16'b0 : imm_2_DE_in;
assign disp_DE_in_modified         = insert_NOP ? 16'b0 : disp_DE_in;
assign A_DE_in_modified            = insert_NOP ? 16'b0 : A_DE_in;
assign read_data_2_DE_in_modified  = insert_NOP ? 16'b0 : read_data_2_DE_in;
assign reg_src_DE_in_modified      = insert_NOP ? 2'b0  : reg_src_DE_in;
assign branch_DE_in_modified       = insert_NOP ? 3'b0  : branch_DE_in;
assign ALU_control_DE_in_modified  = insert_NOP ? 4'b0  : ALU_control_DE_in;
assign B_src_DE_in_modified        = insert_NOP ? 2'b0  : B_src_DE_in;
assign write_reg_sel_DE_in_modified= insert_NOP ? 3'bXXX  : write_reg_sel_DE_in;
assign dump_DE_in_modified         = insert_NOP ? 1'b0 : dump_DE_in;
assign imm_src_DE_in_modified      = insert_NOP ? 1'b0 : imm_src_DE_in;
assign inv_A_DE_in_modified        = insert_NOP ? 1'b0 : inv_A_DE_in;
assign inv_B_DE_in_modified        = insert_NOP ? 1'b0 : inv_B_DE_in;
assign shift_A_DE_in_modified      = insert_NOP ? 1'b0 : shift_A_DE_in;
assign B_to_zero_DE_in_modified    = insert_NOP ? 1'b0 : B_to_zero_DE_in;
assign c_in_DE_in_modified         = insert_NOP ? 1'b0 : c_in_DE_in;
assign sign_DE_in_modified         = insert_NOP ? 1'b0 : sign_DE_in;
assign mem_write_en_DE_in_modified = insert_NOP ? 1'b0 : mem_write_en_DE_in;
assign ALU_jmp_src_DE_in_modified  = insert_NOP ? 1'b0 : ALU_jmp_src_DE_in;
assign mem_enable_DE_in_modified   = insert_NOP ? 1'b0 : mem_enable_DE_in;
assign less_than_DE_in_modified    = insert_NOP ? 1'b0 : less_than_DE_in;
assign equal_to_DE_in_modified     = insert_NOP ? 1'b0 : equal_to_DE_in;
assign set_CO_DE_in_modified       = insert_NOP ? 1'b0 : set_CO_DE_in;
assign reg_write_en_DE_in_modified = insert_NOP ? 1'b0 : reg_write_en_DE_in;
dff inc_PC_Flops[15:0]        (.clk(clk), .rst(rst), .d(inc_PC_DE_in_modified),      .q(inc_PC_DE_out));
dff imm_1_Flops[15:0]         (.clk(clk), .rst(rst), .d(imm_1_DE_in_modified),       .q(imm_1_DE_out));
dff imm_2_Flops[15:0]         (.clk(clk), .rst(rst), .d(imm_2_DE_in_modified),       .q(imm_2_DE_out));
dff disp_Flops[15:0]          (.clk(clk), .rst(rst), .d(disp_DE_in_modified),        .q(disp_DE_out));
dff A_Flops[15:0]             (.clk(clk), .rst(rst), .d(A_DE_in_modified),           .q(A_DE_out));
dff read_data_2_Flops[15:0]   (.clk(clk), .rst(rst), .d(read_data_2_DE_in_modified), .q(read_data_2_DE_out));
dff reg_src_Flops[1:0]        (.clk(clk), .rst(rst), .d(reg_src_DE_in_modified),      .q(reg_src_DE_out));
dff branch_Flops[2:0]         (.clk(clk), .rst(rst), .d(branch_DE_in_modified),       .q(branch_DE_out));
dff ALU_control_Flops[3:0]    (.clk(clk), .rst(rst), .d(ALU_control_DE_in_modified),  .q(ALU_control_DE_out));
dff B_src_Flop[1:0]           (.clk(clk), .rst(rst), .d(B_src_DE_in_modified),        .q(B_src_DE_out));
dff write_reg_sel_Flops[2:0]  (.clk(clk), .rst(rst), .d(write_reg_sel_DE_in_modified),.q(write_reg_sel_DE_out));
dff dump_Flop                 (.clk(clk), .rst(rst), .d(dump_DE_in_modified),         .q(dump_DE_out));
dff imm_src_Flop              (.clk(clk), .rst(rst), .d(imm_src_DE_in_modified),      .q(imm_src_DE_out));
dff inv_A_Flop                (.clk(clk), .rst(rst), .d(inv_A_DE_in_modified),        .q(inv_A_DE_out));
dff inv_B_Flop                (.clk(clk), .rst(rst), .d(inv_B_DE_in_modified),        .q(inv_B_DE_out));
dff shift_A_Flop              (.clk(clk), .rst(rst), .d(shift_A_DE_in_modified),      .q(shift_A_DE_out));
dff B_to_zero_Flop            (.clk(clk), .rst(rst), .d(B_to_zero_DE_in_modified),    .q(B_to_zero_DE_out));
dff c_in_Flop                 (.clk(clk), .rst(rst), .d(c_in_DE_in_modified),         .q(c_in_DE_out));
dff sign_Flop                 (.clk(clk), .rst(rst), .d(sign_DE_in_modified),         .q(sign_DE_out));
dff mem_write_en_Flop         (.clk(clk), .rst(rst), .d(mem_write_en_DE_in_modified), .q(mem_write_en_DE_out));
dff ALU_jmp_src_Flop          (.clk(clk), .rst(rst), .d(ALU_jmp_src_DE_in_modified),  .q(ALU_jmp_src_DE_out));
dff mem_enable_Flop           (.clk(clk), .rst(rst), .d(mem_enable_DE_in_modified),   .q(mem_enable_DE_out));
dff less_than_Flop            (.clk(clk), .rst(rst), .d(less_than_DE_in_modified),    .q(less_than_DE_out));
dff equal_to_Flop             (.clk(clk), .rst(rst), .d(equal_to_DE_in_modified),     .q(equal_to_DE_out));
dff set_CO_Flop               (.clk(clk), .rst(rst), .d(set_CO_DE_in_modified),       .q(set_CO_DE_out));
dff reg_write_en              (.clk(clk), .rst(rst), .d(reg_write_en_DE_in_modified), .q(reg_write_en_DE_out));
endmodule
`default_nettype none
module dff (q, d, clk, rst);
    output wire        q;
    input wire         d;
    input wire         clk;
    input wire         rst;
    reg            state;
    assign #(1) q = state;
    always @(posedge clk) begin
      state = rst? 0 : d;
    end
endmodule
`default_nettype wire
==> design/flow/run.sh <==
#!/bin/bash
# OpenROAD 26Q1-2900-gdf79404cd8, Yosys 0.63+post, stock flow scripts
make -C /OpenROAD-flow-scripts/flow DESIGN_CONFIG=/design/flow/config.mk WORK_HOME=/design/flow/orfs finish
==> design/flow/config.mk <==
export PLATFORM = sky130hd
export DESIGN_NAME = Decode_Execute_FF
export DESIGN_NICKNAME = Decode_Execute_FF
export VERILOG_FILES = /design/flow/design.v
export SDC_FILE = /design/flow/constraint.sdc
export NUM_CORES = 4
export LEC_CHECK = 1
export CORE_UTILIZATION = 30
==> design/flow/constraint.sdc <==
current_design Decode_Execute_FF

set clk_period 1.0
set clk_io_pct 0.2

create_clock -name clk0 -period $clk_period [get_ports {clk}]

set non_clock_inputs [all_inputs -no_clocks]
set_input_delay [expr $clk_period * $clk_io_pct] -clock clk0 $non_clock_inputs
set_output_delay [expr $clk_period * $clk_io_pct] -clock clk0 [all_outputs]
==> changes_impl.md <==
## Implementation

* CTS max path bufs at 2
* Synthesized area per cell at 12.6 sq um
* YS chip area at 0.00490 sq mm
* Worst EP arrival at 0.84 ns
* Area delta synth->final at 43.8%
* Status: complete, but fails checks
* Placed Cells at 750
* Worst min-delay path class: in -> reg
* Combinational gate area at 0.00134 sq mm
* Num Clock Sinks at 125
* CP top delay family: flip-flops
* Synth Area in Simple Gates at 0.273
* Drt wl/cell at 13.5 um
* Worst slew margin at 0.867
* Post-route antenna net violation count at 0
* DRT met1 WL at 4.60 mm
* Yosys Instances at 388
* DP HPWL at 7.61 mm
* H-Tree Depth at 4
* Die ar. at 0.0168 sq mm
* Hold Fails Final Rpt at 0
* Worst-path clk slew at 0.05 ns
* Finished Layout Cells at 783
* CTS Buf Count at 17
* # port buffers at 252
* TritonCTS clock tree: done
* Die width at 130 um
* Highest Clock Rate at 0.965 GHz
* DR vias at 3053
* Max-Cap Viols at 0
* Mux share at 0
* Cell Type Count at 8
* Vias per std cell at 3.90
* Final Util at 0.443
* Pwr Total at 0.0128 W
* Worst-path cell chain: buf_2
* VDD IR max at 983 uV
* Largest net degree at the start of global routing at 27
* FF+latch area at 0.00253 sq mm
* Total core area at 0.0159 sq mm
* Placement row count at 46
* Power Density at 1810 mW/mm^2
* CP peak stage delay at 0.32 ns
* Complex Gates by Area at 0
* WL met3 at 1.35 mm
* Worst setup margin at -0.0366 ns
* Leak at 2.99 nW
* Initial DRC Count at 88
* Highest metal used: met4
* Final Hold Slack at 0.0478 ns
* Core Util at FP at 0.308
* Xor+xnor area frac at 0
* Layout cells sized above 1 at 0.519
* Syn Std Cell Area at 0.00490 sq mm
* Post-synth seq share at 0.511
* Fill cells at 1474
* Final antenna diode count at 0
* Die height at 130 um
* Router iterations before antenna repair at 4
* Setup-failing EPs final at 66
* Setup bufs post-CTS at 0
* Min Tclk post-route at 1.04 ns
* Worst-path maximum fanout at 1
* Buffers and inverters on the worst path at 1
* Root Driver: clkbuf_16
* Post-synth regs at 125
* CP endpoint kind: output pin
* Failing checks: setup timing
* CP Launch Type: flop
* Drt total wl at 10.6 mm
* Initial antenna violation count at 0
* Post-synthesis cell count at 388
* Post-Synth Adder-Cell Area at 0
* First-pass GRT wire length at 15.6 mm
* Most numerous logic cell after layout: clkdlybuf4s50_1
* Commonest cells after routing, fill and taps aside: clkdlybuf4s50_1 (125), buf_2 (123), dfxtp_1 (102), nor3b_2 (80), nor3b_1 (42)
* Total global routing overflow at 0
* Max-slew violation count at 0
* GP Congestion at 0.735
* Cycle use final at 1.04
* Overall routing resource usage at 0.123
* Total number of yosys warnings at 1
* DRC at 0
* Critical path type: reg -> out
* Number of global-route vias before repair at 2982
* CP max-delay cell: dfxtp_2
* Routed wl met2 at 4.48 mm
* RSZ-0062 raised after global routing: yes
* Io pins at 253
* CP Data Required Time at 0.80 ns
* Tool warnings at 27
* Top logic family: simple AND/OR/NAND/NOR gates
* Worst-Margin Slew at 0.199 ns
[synthesized netlist by cell type]
master	n	area, sq um
nor3b_1	42	315
dfxtp_1	125	2500
clkbuf_2	1	5.00
buf_2	12	60.1
buf_6	15	169
nor3b_2	80	1000
nor2b_1	3	18.8
buf_4	110	826
[through the flow]
| stage | setup WS [ns] | setup TNS (ns) | instance area (sq um) |
|---|---|---|---|
| after floorplan | 0.184 | 0 | 4900 |
| after global placement | -0.0410 | -0.171 | 7000 |
| after detailed placement | -0.0371 | -0.103 | 7000 |
| after CTS | -0.0723 | -3.80 | 7040 |
| after global routing | -0.0758 | -5.72 | 7040 |
| final | -0.0366 | -0.600 | 7040 |
[area by class of cell]
type                    count  area share
repair buffers            285       0.325
flip-flops and latches    125       0.359
well taps                 216      0.0384
multi-input cells         125       0.190
clock inverters            13      0.0235
clock buffers              19      0.0643
[registers in the layout, summed over array words and instances, names as in the netlist, 2 cells and up]
name,flops
inc_PC_Flops.state,16
reg_src_Flops.state,2
write_reg_sel_Flops.state,3
B_src_Flop.state,2
imm_1_Flops.state,16
ALU_control_Flops.state,4
imm_2_Flops.state,16
disp_Flops.state,16
read_data_2_Flops.state,16
A_Flops.state,16
branch_Flops.state,3
[path summary, 6_finish.rpt]
kind	cells past startpoint	end	slack (ns)	start
max	1	read_data_2_DE_out[13]	-0.04	read_data_2_Flops[13].state
min	2	B_to_zero_Flop.state	0.05	insert_NOP
[where the power goes]
| group | internal, W | leakage, nW | total (W) | switching (W) |
|---|---|---|---|---|
| registers | 0.00519 | 1.04 | 0.00524 | 0.0000450 |
| logic | 0.000868 | 1.66 | 0.00124 | 0.000369 |
| clock network | 0.00406 | 0.292 | 0.00630 | 0.00224 |
| total | 0.0101 | 2.99 | 0.0128 | 0.00266 |
[layer usage]
metal  vias to the layer above  global-route usage
met2                       180               0.181
met4                         0              0.0171
met5                         -                   0
met3                        11              0.0576
met1                      1360               0.173
li1                       1502                   -
[kinds of logic (layout without fill, tap and decap cells)]
family        after synthesis  in the layout
flops                     125            125
simple gates              125            125
buf+inv                   138            317
[timing repair]
| action | in CTS | in global routing |
|---|---|---|
| endpoints found under the hold margin | 1 | 0 |
| gates resized | 405 | 1 |
| pin swaps | 0 | 0 |
| endpoints found under the setup margin | 125 | 125 |
| hold buffers | 1 | 0 |
No activity file was given, so power comes from the tool's default toggle rates.
