==> design/flow/design.v <==
`default_nettype none
module dff (q, d, clk, rst);
    output wire        q;
    input wire         d;
    input wire         clk;
    input wire         rst;
    reg            state;
    assign #(1) q = state;
    always @(posedge clk) begin
      state = rst? 0 : d;
    end
endmodule
`default_nettype wire
module execute_Memory_FF (
   input wire clk,
   input wire rst,
   input wire [15:0] inc_PC_EM_in,
   input wire [15:0] imm_2_EM_in,
   input wire dump_EM_in,
   input wire mem_write_en_EM_in,
   input wire [1:0] reg_src_EM_in,
   input wire mem_enable_EM_in,
   input wire [15:0] read_data_2_EM_in,
   input wire [15:0] ALU_result_EM_in,
   input wire reg_write_en_EM_in,
   input wire [2:0] write_reg_sel_EM_in,
   output wire [15:0] inc_PC_EM_out,
   output wire [15:0] imm_2_EM_out,
   output wire dump_EM_out,
   output wire mem_write_en_EM_out,
   output wire [1:0] reg_src_EM_out,
   output wire mem_enable_EM_out,
   output wire [15:0] read_data_2_EM_out,
   output wire [15:0] ALU_result_EM_out,
   output wire reg_write_en_EM_out,
   output wire [2:0] write_reg_sel_EM_out
);
   dff inc_PC_Flops[15:0] (.clk(clk), .rst(rst), .d(inc_PC_EM_in), .q(inc_PC_EM_out));
   dff imm_2_Flops[15:0] (.clk(clk), .rst(rst), .d(imm_2_EM_in), .q(imm_2_EM_out));
   dff read_data_2_Flops[15:0] (.clk(clk), .rst(rst), .d(read_data_2_EM_in), .q(read_data_2_EM_out));
   dff ALU_result_Flops[15:0] (.clk(clk), .rst(rst), .d(ALU_result_EM_in), .q(ALU_result_EM_out));
   dff reg_src_Flops[1:0] (.clk(clk), .rst(rst), .d(reg_src_EM_in), .q(reg_src_EM_out));
   dff write_reg_sel_Flops[2:0] (.clk(clk), .rst(rst), .d(write_reg_sel_EM_in), .q(write_reg_sel_EM_out));
   dff dump_Flop (.clk(clk), .rst(rst), .d(dump_EM_in), .q(dump_EM_out));
   dff mem_write_en_Flop (.clk(clk), .rst(rst), .d(mem_write_en_EM_in), .q(mem_write_en_EM_out));
   dff mem_enable_Flop (.clk(clk), .rst(rst), .d(mem_enable_EM_in), .q(mem_enable_EM_out));
   dff reg_write_en (.clk(clk), .rst(rst), .d(reg_write_en_EM_in), .q(reg_write_en_EM_out));
endmodule
==> design/flow/run.sh <==
#!/bin/bash
# OpenROAD 26Q1-2900-gdf79404cd8, Yosys 0.63+post, stock flow scripts
make -C /OpenROAD-flow-scripts/flow DESIGN_CONFIG=/design/flow/config.mk WORK_HOME=/design/flow/orfs finish
==> design/flow/config.mk <==
export PLATFORM = sky130hd
export DESIGN_NAME = execute_Memory_FF
export DESIGN_NICKNAME = execute_Memory_FF
export VERILOG_FILES = /design/flow/design.v
export SDC_FILE = /design/flow/constraint.sdc
export NUM_CORES = 4
export LEC_CHECK = 1
export CORE_UTILIZATION = 50
==> design/flow/constraint.sdc <==
current_design execute_Memory_FF

set clk_period 1.0
set clk_io_pct 0.2

create_clock -name clk0 -period $clk_period [get_ports {clk}]

set non_clock_inputs [all_inputs -no_clocks]
set_input_delay [expr $clk_period * $clk_io_pct] -clock clk0 $non_clock_inputs
set_output_delay [expr $clk_period * $clk_io_pct] -clock clk0 [all_outputs]
==> out/results.txt <==
Outcome: finished, final reports clean
Top delay family on crit path: flip-flops
Die H: 73.1 µm
Total vias in the final route: 1504
Final min period: 0.947 ns
Die Size: 5340 µm²
Mapped Cells: 223
Netlist cell types: 4
Seq. cell area: 1460 µm²
CP startpoint kind: register
IO Pins: 148
Cts bufs inserted: 9
Power per cell area: 1730 nW/µm²
Buffers on Ports: 147
Comb area: 457 µm²
CP endpoint kind: output port
Post-Route Utilization: 69.8%
Antenna diode instance count: 0
Cell Int Power: 4.67 mW
Vias in the first global route: 1391
FMAX: 1.06 GHz
DR vias/cell: 3.98
Leak: 1.52 nW
Sequential power share: 53.5%
Yosys cell count: 223
IR drop worst, VDD: 1000 µV
First-pass GRT wire length: 6.33 mm
CTS sink cnt: 73
RSZ-0062 raised after global routing: false
Ys flops: 73
Init Core Util: 52.8%
Residual DRC: 0
Clock power share: 37.0%
Final Cycle Share: 94.7%
Slowest cell delay on critical path: 0.31 ns
Core area: 4790 µm²
Total Routing Usage GR: 16.1%
Buffers & Inverters on Critical Path: 1
Slew headroom: 87.0%
Routed len/inst: 11.2 µm
Final setup viols: 0
Layout cell share with drive strength beyond 1: 29.6%
Crit Path Category: reg2out
H-tree level count: 3
Synth top area cells: dfxtp_1 58%, buf_4 21%, nor2b_1 18%
Register share after synthesis: 57.9%
Stages on the worst setup path: 1
Clk root buf: clkbuf_8
Die width: 73.1 µm
WL final: 4.25 mm
Netlist Area Pre-Place: 2530 µm²
Pin count of the biggest net entering global routing: 49
Hold Path Depth: 3
Min-Delay Path Class: in2reg
Post-route ant nets: 0
Hold Fails Final Rpt: 0
Log Warnings: 26
Hold_buf cts: 0
Cell Chain, Critical Path: buf_2
Net switching power: 1.12 mW
Worst-margin pin slew: 0.196 ns
Dpl hpwl: 3.08 mm
Area share, top type: 57.9%
Sum Neg Setup Slack: 0 ns
Final max-slew violation count: 0
Sw frac: 19.3%
Synth area leader: dfxtp_1
CP Data Required Time: 0.80 ns
Crit path to: ALU_result_EM_out[3]
CTS tree: built
Post-synth area from yosys stat: 2530 µm²
FILL cells: 404
Drt pass-1 iters: 4
Syn. warnings: 1
Clock-pin slew on the worst setup and hold paths: 0.07 ns
Row cnt: 25
Part of the power in combinational logic: 9.5%
Routability cong.: 0.733
Crit Path Max Fanout: 1
Synth Area per Inst: 11.3 µm²
Gr ovfl total: 0
Initial antenna violation count: 0
Worst Setup SP: ALU_result_Flops[3].state
Slowest-stage cell, CP: dfxtp_2
WP data arrival: 0.75 ns
Max cap viols: 0
1st-iter DRT viols: 45
Area growth syn-to-layout: 32.2%
Clock buffer depth: 2
[placed cells by master (no fill, tap or decap)]
master | synthesis | layout
dfxtp_1 | 73 | 71
nor2b_1 | 73 | 73
clkinvlp_4 | 0 | 1
buf_2 | 0 | 74
buf_12 | 0 | 2
dfxtp_2 | 0 | 2
clkbuf_8 | 0 | 13
clkdlybuf4s50_1 | 0 | 73
clkbuf_1 | 0 | 2
[per-stage QoR]
stage / hold slack (ns) / cells / total power, mW / setup WS, ns / instance area, µm²
detailed placement: 0.622 / 362 / 3.86 / 0.0190 / 3510
global route: 0.274 / 378 / 6.05 / 0.00538 / 3340
global placement: 0.623 / 362 / 3.86 / 0.0147 / 3510
CTS: 0.259 / 378 / 5.86 / 0.0328 / 3340
finish: 0.269 / 378 / 5.78 / 0.0527 / 3340
floorplan: 0.328 / 223 / 3.48 / 0.399 / 2530
[flip-flops by register name, indices dropped and copies added (netlist names)]
| signal | flops |
|---|---|
| imm_2_Flops.state | 16 |
| mem_enable_Flop.state | 1 |
| write_reg_sel_Flops.state | 3 |
| ALU_result_Flops.state | 16 |
| dump_Flop.state | 1 |
| reg_src_Flops.state | 2 |
| read_data_2_Flops.state | 16 |
| inc_PC_Flops.state | 16 |
| reg_write_en.state | 1 |
| mem_write_en_Flop.state | 1 |
[layer usage]
| metal | GRT usage, % | wire length (µm) | part of all wire, % | vias to the layer above |
|---|---|---|---|---|
| met5 | 0 | 0 | 0 | - |
| met4 | 3.92 | 114 | 2.7 | 0 |
| met3 | 8.40 | 610 | 14 | 12 |
| met2 | 25.4 | 1950 | 46 | 86 |
| met1 | 19.8 | 1580 | 37 | 644 |
| li1 | - | - | - | 762 |
[logic make-up (layout without fill, tap and decap cells)]
logic type    count (synthesis)  after routing  synth area share [%]
buf+inv                      77            165                  24.1
flops                        73             73                  57.9
simple gates                 73             73                  18.1
[power by group through the flow]
stage	registers [mW]	clock network (mW)	logic, mW
after CTS	3.09	2.20	0.562
after global routing	3.11	2.34	0.608
final	3.09	2.14	0.551
[final cells by class]
class / instances / share of cell area (%)
well taps: 67 / 2.51
flip-flops and latches: 73 / 43.8
clock inverters: 1 / 0.225
repair buffers: 149 / 34.2
multi-input cells: 73 / 13.7
clock buffers: 15 / 5.58
[synth_stat cells]
library cell / n
buf_4: 69
buf_6: 8
dfxtp_1: 73
nor2b_1: 73
[worst min-delay path by stage]
stage	startpoint	end
6_report	rst	inc_PC_Flops[2].state
5_1_grt	rst	read_data_2_Flops[0].state
4_1_cts	rst	inc_PC_Flops[3].state
[repair_timing]
item | 4_1_cts | 5_1_grt
gates resized | 222 | 0
endpoints found under the setup margin | 73 | 0
setup buffers | 0 | 0
Power and IR drop assume default switching activity.
